==> flow/design.v <==
module fsm_tb();
logic clk, reset, up, down;
logic [7:0] counter;
fsm_UD dut (.clk(clk), .reset(reset), .up(up), .down(down), .counter(counter));
always
	begin
		clk = 1;
		# 5;
		clk = 0;
		# 5;
	end
initial begin
	reset = 1;
	# 30;
	reset = 0;
	up = 0;
	down = 0;
	# 30;
	up = 1;
	# 1000;
	up = 0;
	# 1000;
	up = 1;
	# 1000;
	up = 0;
	$display("counter = %d", counter);
end
endmodule
module fsm_UD(	input logic clk, reset, up, down,
				output logic [7:0] counter);
logic pressed;
always_ff @(posedge clk) begin
	if (reset) begin
		counter = 0;
		pressed = 0;
	end else begin
		if (up & !pressed) begin
			counter = counter + 1;
			pressed = 1;
		end
		if (down & !pressed) begin
			counter = counter - 1;
			pressed = 1;
		end
		if (!up & !down) begin
			pressed = 0;
		end
	end
end
endmodule
==> flow/run.sh <==
#!/bin/bash
# OpenROAD 26Q1-2900-gdf79404cd8, Yosys 0.63+post, stock flow scripts
make -C /OpenROAD-flow-scripts/flow DESIGN_CONFIG=/design/flow/config.mk WORK_HOME=/design/flow/orfs finish
==> flow/config.mk <==
export PLATFORM = sky130hd
export DESIGN_NAME = fsm_UD
export DESIGN_NICKNAME = fsm_UD
export VERILOG_FILES = /design/flow/design.v
export SDC_FILE = /design/flow/constraint.sdc
export NUM_CORES = 4
export LEC_CHECK = 1
export CORE_AREA = 10 10 70 70
export DIE_AREA = 0 0 80 80
==> flow/constraint.sdc <==
current_design fsm_UD

set clk_period 2.2
set clk_io_pct 0.2

create_clock -name clk0 -period $clk_period [get_ports {clk}]

set non_clock_inputs [all_inputs -no_clocks]
set_input_delay [expr $clk_period * $clk_io_pct] -clock clk0 $non_clock_inputs
set_output_delay [expr $clk_period * $clk_io_pct] -clock clk0 [all_outputs]
==> report_table.html <==
<h3>Flow metrics</h3>
<table>
<tr><th>Metric</th><th>Value</th></tr>
<tr><th colspan="2">Synthesis</th></tr>
<tr><td>Distinct cells, synth</td><td>25</td></tr>
<tr><td>Share of the yosys chip area belonging to registers</td><td>0.3487</td></tr>
<tr><td>Number of instances in the synthesized netlist</td><td>between 50 and 60</td></tr>
<tr><td>Chip area line of the yosys report</td><td>516.7 um2</td></tr>
<tr><td>Number of cell instances after yosys synthesis</td><td>roughly 58</td></tr>
<tr><td>Register bit count reported by yosys</td><td>9</td></tr>
<tr><td>Syn Area/Cell</td><td>8.909 um2</td></tr>
<tr><td>Synth Warn #</td><td>1</td></tr>
<tr><td>Area of the mapped netlist</td><td>roughly 520 um2</td></tr>
<tr><th colspan="2">Global routing</th></tr>
<tr><td>Wire length of the first global-routing pass</td><td>roughly 2.2 mm</td></tr>
<tr><td>Vias in the first global route</td><td>between 400 and 500</td></tr>
<tr><td>Combined global-route utilization of all metal layers</td><td>0.04085</td></tr>
<tr><td>Antenna violations before repair</td><td>0</td></tr>
<tr><td>Sum of overflow across all layers after global routing</td><td>0</td></tr>
<tr><td>Maximum number of pins on one net before global-route repair</td><td>12</td></tr>
<tr><th colspan="2">Drt</th></tr>
<tr><td>Antenna diode count</td><td>0</td></tr>
<tr><td>Routed WL per cell</td><td>between 9 and 10 um</td></tr>
<tr><td>Total via count after detailed routing</td><td>471</td></tr>
<tr><td>First drt pass iteration count</td><td>4</td></tr>
<tr><td>DRT Wirelength</td><td>~1.2 mm</td></tr>
<tr><td>Antenna-violating nets left</td><td>0</td></tr>
<tr><td># DRC</td><td>0</td></tr>
<tr><td>Via density per instance</td><td>between 3 and 4</td></tr>
<tr><td>Number of violations reported at the end of detailed-routing iteration 0</td><td>12</td></tr>
<tr><th colspan="2">Clock tree</th></tr>
<tr><td>PostCTS Resize Cnt</td><td>0</td></tr>
<tr><td>Clock-pin slew reported for the worst setup and hold paths after clock tree synthesis</td><td>0.06 ns</td></tr>
<tr><td>Clock Sinks</td><td>9</td></tr>
<tr><td>Clk Tree Root Cell</td><td>clkbuf_4</td></tr>
<tr><td>Clock latency at the later pin of the worst-skew pair</td><td>roughly 0.26 ns</td></tr>
<tr><td>Clock tree from TritonCTS</td><td>yes</td></tr>
<tr><td>CTS H-Tree Depth</td><td>1</td></tr>
<tr><td>Setup Buffers After CTS</td><td>0</td></tr>
<tr><td>Buffer depth of the longest clock path</td><td>2</td></tr>
<tr><td>Clock buffers created by TritonCTS</td><td>3</td></tr>
<tr><td>Hold buffer count at CTS</td><td>0</td></tr>
<tr><th colspan="2">STA</th></tr>
<tr><td>Setup skew after layout</td><td>approximately 0.0036 ns</td></tr>
<tr><td>Worst slew pin tran</td><td>~0.41 ns</td></tr>
<tr><td>Hold Violations, Final</td><td>0</td></tr>
<tr><td>Period utilisation layout</td><td>0.8860</td></tr>
<tr><td>Setup repair after global routing missed its margin</td><td>no</td></tr>
<tr><td>Setup violators final</td><td>0</td></tr>
<tr><td>Time the worst path needs with I/O delays and setup</td><td>1.949 ns</td></tr>
<tr><td>Final number of max-transition violations</td><td>0</td></tr>
<tr><td>Final setup slack of the worst path</td><td>between 0.2 and 0.3 ns</td></tr>
<tr><td>Slew Limit Headroom</td><td>0.7266</td></tr>
<tr><td>Fmax</td><td>513.0 MHz</td></tr>
<tr><td>Hold slack</td><td>roughly 0.53 ns</td></tr>
<tr><th colspan="2">Cells and area</th></tr>
<tr><td>Fraction of final layout cells sized beyond drive strength 1</td><td>0.1200</td></tr>
<tr><td>Area grow syn2layout</td><td>41.16%</td></tr>
<tr><td>Total area of multi-input combinational cells</td><td>332.8 um2</td></tr>
<tr><td>Final core occ</td><td>0.2136</td></tr>
<tr><td>Flip-flop and latch area</td><td>180.2 um2</td></tr>
<tr><td>Final-layout fill cell count</td><td>~380</td></tr>
<tr><td>Post-Layout Cell Count</td><td>between 100 and 150</td></tr>
<tr><th colspan="2">Floorplanning</th></tr>
<tr><td>Chip Footprint</td><td>~6400 um2</td></tr>
<tr><td>Core footprint</td><td>between 3000 and 4000 um2</td></tr>
<tr><td>Die H</td><td>approximately 80 um</td></tr>
<tr><td>Die W</td><td>80 um</td></tr>
<tr><td>Total number of placement rows</td><td>21</td></tr>
<tr><td>Total I/O pin count</td><td>12</td></tr>
<tr><td>Floorplan core density</td><td>0.1513</td></tr>
<tr><th colspan="2">Setup path</th></tr>
<tr><td>Delay of the slowest critical-path stage</td><td>~0.47 ns</td></tr>
<tr><td>Series of cell instances along the critical path</td><td>clkdlybuf4s50_1 -&gt; nor2b_1 -&gt; mux2i_1 -&gt; ha_1 -&gt; nand3b_1 -&gt; a21oi_1 -&gt; xnor2_1 -&gt; nor2_1</td></tr>
<tr><td>Setup slack of the worst register-to-register path</td><td>between 0.4 and 0.5 ns</td></tr>
<tr><td>Required time of the worst setup path</td><td>between 2 and 2.5 ns</td></tr>
<tr><td>Setup crit end kind</td><td>register</td></tr>
<tr><td>CP Class</td><td>input port to register</td></tr>
<tr><td>Crit Path Max Fanout</td><td>3</td></tr>
<tr><td>Slowest stage cell on the critical path</td><td>clkdlybuf4s50_1</td></tr>
<tr><td>WP data arrival</td><td>around 2.1 ns</td></tr>
<tr><td>Startpoint type of the worst setup path</td><td>input port</td></tr>
<tr><th colspan="2">Outcome</th></tr>
<tr><td>Result of the run</td><td>completed</td></tr>
<tr><th colspan="2">Flow run</th></tr>
<tr><td>Number of OpenROAD warnings</td><td>25</td></tr>
<tr><td>Max-cap viol count</td><td>0</td></tr>
<tr><th colspan="2">Placed design</th></tr>
<tr><td>Detailed placer's ending HPWL</td><td>a little over 900 um</td></tr>
<tr><td># port buffers</td><td>11</td></tr>
<tr><td>Worst slack at placement</td><td>-0.01784 ns</td></tr>
<tr><td>Cell count after placement</td><td>117</td></tr>
<tr><td>RD Place Congestion</td><td>about 0.78</td></tr>
<tr><th colspan="2">Power and ir drop</th></tr>
<tr><td>Static Leak</td><td>between 0.2 and 0.3 nW</td></tr>
<tr><td>Power per cell area</td><td>around 580 nW/um2</td></tr>
<tr><td>Worst supply voltage drop on vdd</td><td>a little over 0.0003 V</td></tr>
<tr><th colspan="2">Hold path</th></tr>
<tr><td>Worst min-delay path category</td><td>register to register</td></tr>
</table>
==> layer usage <==
layer,wire (um),vias to the layer above,GRT usage
met5,0,-,0
met4,11,0,0.005282
met3,110,2,0.02500
met2,481,12,0.06019
met1,582,213,0.05087
li1,-,244,-
==> critical path: cells and delay by family <==
family	cells	cell delay (ns)
compound gates	1	0.19
mux	1	0.27
fa+ha+maj	1	0.22
buf+inv	1	0.47
xor+xnor	1	0.14
simple gates	3	0.35
==> power breakdown <==
part	switching, W	total [W]	internal (W)
logic	0.0000346	0.0000934	0.0000588
clock network	0.0000601	0.000130	0.0000700
registers	0.0000211	0.000198	0.000176
==> cells by family after synthesis <==
family,synth area share
and+or+nand+nor,0.3244
AOI/OAI and AO/OA,0.1405
DFF,0.3487
xor gates and xnor gates,0.06781
muxes,0.06295
adders and majority gates,0.04842
buffers and inverters,0.007257
==> stage by stage <==
stage,area [um2],TNS [ns],total power (W)
2_1_floorplan,516.7,0,0.0002466
3_3_place_gp,703.2,0,0.0002934
3_5_place_dp,703.2,-0.01784,0.0002963
4_1_cts,729.5,0,0.0004288
5_1_grt,729.5,0,0.0004569
6_report,729.5,0,0.0004211
==> final cells by class <==
| cell class | instances | area share |
|---|---|---|
| multi-input combinational | 48 | 0.4563 |
| clock buffer | 4 | 0.03602 |
| tap | 46 | 0.07890 |
| sequential | 9 | 0.2470 |
| timing repair buffer | 14 | 0.1818 |
==> sequential cells by signal (all words and copies together), names as in the netlist <==
signal	cells
pressed	1
counter	8
==> synthesized netlist by cell type <==
master,n,area (um2)
nor2_1,11,41.29
ha_1,2,25.02
dfxtp_1,9,180.2
nand3b_1,2,15.01
or3_1,1,6.260
and3_1,2,12.51
a21o_1,1,7.510
mux2i_1,1,10.01
nor4b_4,1,23.77
a21oi_1,4,20.02
nand3_1,1,5.000
and2_4,1,8.760
and4b_1,2,20.02
xnor2_1,2,17.52
xor2_1,2,17.52
a31oi_1,1,6.260
a22oi_1,1,7.510
nor2b_1,3,18.77
nand2_1,3,11.26
o21ai_0,1,5.000
a31o_2,1,8.760
clkbuf_1,1,3.750
a32oi_1,2,17.52
mux2_1,2,22.52
nor3_1,1,5.000
==> worst paths after layout <==
| kind | startpoint | to | cells past startpoint |
|---|---|---|---|
| max | up | counter[2] | 8 |
| min | counter[7] | counter[7] | 2 |
| max reg2reg | counter[0] | counter[2] | 7 |
| min reg2reg | counter[7] | counter[7] | 2 |
==> cell usage in the layout (no fill, tap or decap), types with 3 or more instances in the layout <==
cell,netlist,layout
clkdlybuf4s50_1,0,11
nand2_1,3,3
a21oi_1,4,4
nor2_1,11,11
buf_4,0,3
clkbuf_4,0,3
nor2b_1,3,3
dfxtp_1,9,9
No activity file was given, so power comes from the tool's default toggle rates.
