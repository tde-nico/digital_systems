==> design/flow/design.v <==
module display(
	input logic clk,
	input logic reset,
	output logic h_sync,
	output logic v_sync,
	output logic [3:0] R_VAL,
	output logic [3:0] G_VAL,
	output logic [3:0] B_VAL,
);
parameter HD = 640;
parameter HF = 16;
parameter HB = 48;
parameter HPW = 96;
parameter HMAX = HD + HF + HB + HPW - 1;
parameter VD = 480;
parameter VF = 10;
parameter VB = 29;
parameter VPW = 2;
parameter VMAX = VD + VF + VB + VPW - 1;
logic clk_25MHz;
logic [1:0] clk_counter;
logic [9:0] pos_x, pos_y;
logic [9:0] ray_x, ray_y;
logic [9:0] counter_x, counter_y;
always @( posedge clk_25MHz ) begin
	if (reset) begin
		pos_x = 10'd100;
		pos_y = 10'd150;
	end else begin
		if (counter_x == 0 && counter_y == 0) begin
			pos_x = pos_x + 1;
			pos_y = pos_y + 1;
		end
	end
end
assign R_VAL = (ray_x >= pos_x) && (ray_x <= pos_x + HF)
			&& (ray_y >= pos_y) && (ray_y <= pos_y + VF) ? 4'b1111 : 4'b0000;
assign G_VAL = 4'd0;
assign B_VAL = 4'd0;
assign h_sync = ray_x >= HPW;
assign y_sync = ray_y >= VPW;
assign ray_x = counter_x - (HPW + HB);
assign ray_y = counter_y - (VPW + VB);
always @( posedge clk ) begin
	if (reset) begin
		clk_counter = 0;
	end else begin
		clk_counter = clk_counter + 1;
	end
end
assign clk_25MHz = (clk_counter == 3);
always @( posedge clk_25MHz ) begin
	if (reset) begin
		counter_x = 0;
		counter_y = 0;
	end
	if (counter_x + counter_y * VMAX < HMAX * VMAX) begin
		if (counter_x == HMAX) begin
			counter_x = 0;
			counter_y = counter_y + 1;
		end else begin
			counter_x = counter_x + 1;
		end
	end else begin
		counter_x = 0;
		counter_y = 0;
	end
end
endmodule
==> design/flow/run.sh <==
#!/bin/bash
# OpenROAD 26Q1-2900-gdf79404cd8, Yosys 0.63+post, stock flow scripts
make -C /OpenROAD-flow-scripts/flow DESIGN_CONFIG=/design/flow/config.mk WORK_HOME=/design/flow/orfs finish
==> design/flow/config.mk <==
export PLATFORM = sky130hd
export DESIGN_NAME = display
export DESIGN_NICKNAME = display
export VERILOG_FILES = /design/flow/design.v
export SDC_FILE = /design/flow/constraint.sdc
export NUM_CORES = 4
export LEC_CHECK = 1
export CORE_UTILIZATION = 40
==> design/flow/constraint.sdc <==
current_design display

set clk_period 2.3
set clk_io_pct 0.2

create_clock -name clk0 -period $clk_period [get_ports {clk}]

set non_clock_inputs [all_inputs -no_clocks]
set_input_delay [expr $clk_period * $clk_io_pct] -clock clk0 $non_clock_inputs
set_output_delay [expr $clk_period * $clk_io_pct] -clock clk0 [all_outputs]
==> results.py <==
# Generated from Yosys and OpenROAD reports
metrics = {
    "outcome": {
        "status": "completed",
    },
    "logic_synthesis": {
        "edf_count": 0,
        "yosys.stat.chipArea_sq_um": 4352,
        "yosys.stat.seqShare": 0.1932,
        "syn_inst": 545,
        "syn-cell-area_sq_um": 4352,
        "yosys_warnings": 3,
        "synth_cell_types": 71,
        "ys_cells": 545,
        "synthFlopType": "dfxtp_1",
        "synth.avg_cell_area_sq_um": 7.985,
        "ys.flops": 42,
        "ys_async_sr_fraction": 0,
    },
    "route": {
        "route.vias.total": 3506,
        "viasPerCell": 5.264,
        "wl_per_cell_um": 13.45,
        "antenna_cells": 0,
        "dr.pass1.iters": 4,
        "drtIter0Drc": 113,
        "drcViolationCount": 0,
        "routed_wl_um": 8959,
        "antenna_left": 0,
    },
    "pwr": {
        "pwr-share-clk": 0.498,
        "pwr-share-seq": 0.285,
        "p_per_area_nw_per_um2": 61.44,
        "p_switching_uw": 71.60,
        "p_sw_frac": 0.2614,
        "combinationalPowerShare": 0.217,
        "vdd_drop_max_mv": 0.3774,
        "finalPower_uw": 274.0,
        "intPower_uw": 202.4,
        "p_leak_uw": 0.001816,
    },
    "layout": {
        "n_fill_cell": 1062,
        "combGateArea_sq_um": 3174,
        "regArea_sq_um": 840.8,
        "drive_gt1_frac": 0.04906,
        "fin_area_sq_um": 4459,
        "final_core_util": 0.4281,
        "syn_to_final_growth_pct": 2.473,
    },
    "global_route": {
        "grt_max_degree": 45,
        "track_usage": 0.1692,
        "grt_pass1_vias": 3283,
        "overflow": 0,
        "grt_first_pass_wirelength_um": 15700,
        "antenna_found_initial": 0,
    },
    "sta": {
        "max_slew_margin": 0.5989,
        "tns_ns": 0,
        "untimed_endpoints": 45,
        "setup_ws_ns": 1.379,
        "max_freq_ghz": 1.085,
        "hold_violations": 0,
        "period_used_share": 0.4006,
        "period_minus_slack_ns": 0.9214,
        "grt_setup_unrepaired": "false",
        "setup_viol_count_final": 0,
        "unclocked_pins": 40,
        "report.final.slew_viol_count": 0,
        "tightest_slew_ns": 0.6009,
        "finalClockSkew_ns": 0.001101,
    },
    "place": {
        "port-buffer-count": 6,
        "hpwl_um": 6905,
        "place_ws_ns": 1.168,
        "placed_area_sq_um": 4418,
        "gp_congestion": 0.8341,
    },
    "setup_path": {
        "cp_max_fo": 3,
        "critical_path.cell_chain": "clkdlybuf4s50_1 -> nor2b_1",
        "critPathLaunchType": "input port",
        "path_buffers": 1,
        "cpMaxStageDelayCell": "clkdlybuf4s50_1",
        "cp_data_required_time_ns": 2.40,
        "cpLargestDelayFamily": "buffers and inverters",
        "critPathArrivalTime_ns": 1.02,
        "cp_slowest_stage_delay_ns": 0.50,
        "critical_path_class": "input port to register",
        "end_kind": "register",
    },
    "hold_path": {
        "hold_path_class": "register to register",
    },
    "clock_network": {
        "cts_root_buf": "clkbuf_8",
        "cts_buffers": 3,
        "hold_buffers": 0,
        "worstSkewPairLatency_ns": 0.21,
        "post-cts-setup-buffers": 0,
        "cts_buffer_depth": 2,
        "cts_resized": 0,
        "path_clk_slew_ns": 0.03,
        "htreeDepth": 1,
        "cts_tree": "yes",
    },
    "floorplanning": {
        "initCoreUtil": 0.4178,
        "dieArea_sq_um": 11300,
        "rows": 37,
        "io_pins": 16,
        "die_w_um": 106.3,
        "core-area_sq_um": 10420,
        "chipHeight_um": 106.3,
    },
    "run": {
        "cap_violations": 0,
        "openroad.warnings": 30,
    },
}
-- synthesized netlist by cell type (2+ instances only) --
| library cell | count | area share |
|---|---|---|
| nand4_1 | 12 | 0.017 |
| inv_1 | 37 | 0.032 |
| xnor2_1 | 48 | 0.097 |
| a21o_1 | 9 | 0.016 |
| o21ai_0 | 18 | 0.021 |
| a21oi_1 | 25 | 0.029 |
| and4_1 | 2 | 0.0040 |
| buf_6 | 4 | 0.010 |
| a2111o_1 | 2 | 0.0052 |
| nor2b_1 | 12 | 0.017 |
| buf_4 | 13 | 0.022 |
| nor2_1 | 43 | 0.037 |
| buf_1 | 2 | 0.0017 |
| nand2_1 | 49 | 0.042 |
| clkbuf_1 | 9 | 0.0078 |
| mux2i_1 | 3 | 0.0069 |
| nand3_1 | 18 | 0.021 |
| nor3_1 | 10 | 0.012 |
| o2111ai_1 | 2 | 0.0040 |
| ha_1 | 57 | 0.16 |
| buf_2 | 8 | 0.0092 |
| and2_1 | 5 | 0.0072 |
| nand2b_1 | 4 | 0.0057 |
| nand3b_1 | 2 | 0.0034 |
| a211oi_1 | 5 | 0.0086 |
| nor4b_2 | 2 | 0.0069 |
| or3_1 | 6 | 0.0086 |
| nor4b_1 | 8 | 0.016 |
| dfxtp_1 | 42 | 0.19 |
| and4b_1 | 2 | 0.0046 |
| and3_1 | 5 | 0.0072 |
| o21a_1 | 5 | 0.0086 |
| nor4_1 | 10 | 0.014 |
| o211ai_1 | 9 | 0.016 |
| a211o_1 | 2 | 0.0040 |
| or2_2 | 2 | 0.0029 |
| xor2_1 | 19 | 0.038 |
-- power by group through the flow --
stage,Clock (uW),Sequential (uW),Combinational [uW]
CTS,142,78.2,60.9
global route,148,79.1,68.1
finish,136,78.1,59.5
-- cells in the final DEF, fill, tap and decap left out, types with 6 or more instances in the layout --
master	synthesis	final
dfxtp_1	42	42
ha_1	57	57
inv_1	37	37
nor4b_1	8	8
nand4_1	12	12
clkdlybuf4s50_1	0	6
xnor2_1	48	48
nor2_1	43	43
a21oi_1	25	25
xor2_1	19	19
o211ai_1	9	9
nor2b_1	12	12
a21o_1	9	9
nor3_1	10	10
nand3_1	18	18
o21ai_0	18	18
or3_1	6	6
nor4_1	10	10
nand2_1	49	49
conb_1	1	9
-- flip-flops by register name, indices dropped and copies added, names as in the netlist --
register     flops
counter_x       10
pos_x           10
counter_y       10
pos_y           10
clk_counter      2
-- worst paths after layout --
path                                           startpoint                   endpoint  slack, ns  cells after the start
worst min register to register  clk_counter[0]$_SDFF_PP0_  clk_counter[0]$_SDFF_PP0_       0.41                      1
worst max register to register  clk_counter[0]$_SDFF_PP0_  clk_counter[1]$_SDFF_PP0_       1.48                      2
worst max-delay path                                reset  clk_counter[1]$_SDFF_PP0_       1.38                      2
worst min-delay path            clk_counter[0]$_SDFF_PP0_  clk_counter[0]$_SDFF_PP0_       0.41                      1
-- per-stage QoR --
step / hold slack (ns) / cells
global placement: 0.4049 / 663
floorplan: 0.3896 / 553
finish: 0.4054 / 666
detailed placement: 0.4042 / 663
CTS: 0.4079 / 666
global route: 0.4352 / 666
-- worst register-to-register path, cell delays in order, from the launching register on --
cell and delay, ns:
dfxtp_1 0.30, ha_1 0.28, nor2b_1 0.13
-- kinds of logic after synthesis --
| kind of cell | Yosys count | synth area share |
|---|---|---|
| simple gates | 204 | 0.2565 |
| compound gates | 95 | 0.1527 |
| buf+inv | 74 | 0.08424 |
| xor+xnor | 67 | 0.1348 |
| fa+ha+maj | 59 | 0.1708 |
| flops | 42 | 0.1932 |
| mux | 3 | 0.006901 |
| other cells | 1 | 0.0008617 |
-- area by class of cell --
type                       instances  share of cell area
tap                              136             0.03816
timing repair buffer              10             0.02020
sequential                        42              0.1886
inverter                          38             0.03199
multi-input combinational        437              0.7118
clock buffer                       3            0.009259
-- routing by layer --
layer  GRT usage  vias to the layer above  wire (um)
met5           0                        -          0
met4    0.007937                        0          0
met3    0.001251                        0        214
met2      0.2806                       40       4182
met1      0.2629                     1595       4562
li1            -                     1871          -
Power is estimated from default activity; no workload was simulated.
